===== ./run.sh =====
#!/bin/bash
# OpenROAD 26Q1-2900-gdf79404cd8, Yosys 0.63+post, stock flow scripts
make -C /OpenROAD-flow-scripts/flow DESIGN_CONFIG=/design/flow/config.mk WORK_HOME=/design/flow/orfs finish

===== ./config.mk =====
export PLATFORM = sky130hd
export DESIGN_NAME = Act2_RPCalculator
export DESIGN_NICKNAME = Act2_RPCalculator
export VERILOG_FILES = /design/flow/design.v
export SDC_FILE = /design/flow/constraint.sdc
export NUM_CORES = 4
export LEC_CHECK = 1
export CORE_UTILIZATION = 40
export SYNTH_HDL_FRONTEND = slang

===== ./constraint.sdc =====
current_design Act2_RPCalculator

set clk_period 7.1
set clk_io_pct 0.2

create_clock -name clk0 -period $clk_period [get_ports {clk}]

set non_clock_inputs [all_inputs -no_clocks]
set_input_delay [expr $clk_period * $clk_io_pct] -clock clk0 $non_clock_inputs
set_output_delay [expr $clk_period * $clk_io_pct] -clock clk0 [all_outputs]

===== ./design.v =====
interface arb_if(input bit clk);
    logic [1:0] grant, request;
    bit rst;
    modport TEST (
            output request, rst,
            input  grant, clk);
    modport DUT (
            input  request, rst, clk,
            output grant);
    modport MONITOR (
            input request, grant, rst, clk);
endinterface  
module ALU
    #(parameter WIDTH=8)(
        input  logic [WIDTH-1:0] A,
        input  logic [WIDTH-1:0] B,
        input  logic [1:0]       OpCode,
        output logic [WIDTH-1:0] Result,
        output logic [3:0]       Status  
    );
    logic N, Z, C, V;
    logic [WIDTH-1:0] B_neg;
    localparam ADD      = 2'd0;
    localparam SUBTRACT = 2'd1;
    localparam OR       = 2'd2;
    localparam AND      = 2'd3;
    always_comb begin
        Z = 1'b0;
        C = 1'b0;
        V = 1'b0;
        case(OpCode)
            ADD: begin
                {C, Result} = A + B;
                V = (Result[WIDTH-1] & ~A[WIDTH-1] & ~B[WIDTH-1]) | (~Result[WIDTH-1] & A[WIDTH-1] & B[WIDTH-1]);
            end
            SUBTRACT: begin
                B_neg = -B;
                {C, Result} = A + B_neg;
                V = (Result[WIDTH-1] & ~A[WIDTH-1] & B[WIDTH-1]) | (~Result[WIDTH-1] & A[WIDTH-1] & ~B[WIDTH-1]);
            end
            OR: begin
                Result = A | B;
                C = 1'b0;
            end
            AND: begin
                Result = A & B;
                C = 1'b0;
            end
            default: 
                Result = 'd0;
        endcase
        if (Result == {WIDTH{1'd0}}) Z = 1'b1;
    end
    assign N = Result[WIDTH-1];
    assign Status = {N, Z, C, V};
endmodule
module debouncer_FSM #(
    parameter DELAY=15                  
    )
(
	input 	logic clk,                  
	input 	logic rst,                  
	input 	logic PB,                   
	output 	logic PB_pressed_status,    
	output  logic PB_pressed_pulse,     
	output  logic PB_released_pulse     
 );
	logic    PB_sync_aux, PB_sync;
 always_ff @(posedge clk) begin
     if (rst) begin
         PB_sync_aux <= 1'b0;
         PB_sync     <= 1'b0;
     end
     else begin
         PB_sync_aux <= PB;
         PB_sync     <= PB_sync_aux;
     end
 end
	localparam DELAY_WIDTH = $clog2(DELAY);
	logic [DELAY_WIDTH-1:0]    delay_timer; 
    enum logic[5:0] {PB_IDLE, PB_COUNT, PB_PRESSED, PB_STABLE, PB_RELEASED} state, next_state;
  always_ff @(posedge clk) begin
	if (rst) delay_timer <= 0;
	else if (state != next_state) delay_timer <= 0;  
	else delay_timer <= delay_timer + 1;
  end
    always_comb begin
        next_state          = PB_IDLE;
        PB_pressed_status   = 1'b0;
        PB_pressed_pulse    = 1'b0;
        PB_released_pulse   = 1'b0;
        case (state)
            PB_IDLE:        begin
                                if(PB_sync) begin    
                                    next_state= PB_COUNT;
                                end
                            end
            PB_COUNT:       begin
                                if ((PB_sync && (delay_timer >= DELAY-1))) begin
                                    next_state = PB_PRESSED;
                                end 
                                else if (PB_sync)
                                    next_state = PB_COUNT;
                            end
             PB_PRESSED:    begin
                                PB_pressed_pulse = 1'b1;
                                if (PB_sync)
                                    next_state = PB_STABLE;
                            end
             PB_STABLE:     begin
                                PB_pressed_status=1'b1;
                                next_state = PB_STABLE;
                                if (~PB_sync)
                                    next_state = PB_RELEASED;
                            end
              PB_RELEASED:  begin
                                PB_released_pulse = 1'b1;
                                next_state = PB_IDLE;
                            end    
         endcase
    end    
    always@(posedge clk) begin
        if(rst) 
            state <= PB_IDLE;
        else 
            state <= next_state;
    end
endmodule
module display_selector(
        input  logic        i_selector,
        input  logic [15:0] i_data_in,
        input  logic [15:0] i_result,
        output logic [15:0] o_to_display
    );
    assign o_to_display = (i_selector == 'd0) ? i_data_in : i_result;
endmodule
module reg_ALU #(parameter WIDTH=8)(
        input  logic             i_clk, i_reset,
        input  logic [WIDTH-1:0] i_A, i_B,
        input  logic             i_load_A, i_load_B, i_load_Op, i_update_Res,
        input  logic [1:0]       i_OpCode,
        output logic [WIDTH-1:0] o_Result,
        output logic [3:0]       o_Flags
    );
    logic [WIDTH-1:0] ALU_A,      next_A;
    logic [WIDTH-1:0] ALU_B,      next_B;
    logic       [1:0] ALU_OpCode, next_OpCode;
    logic [WIDTH-1:0] ALU_Result, next_Result;
    logic [3:0]       ALU_Flags,  next_Flags;
    ALU #(.WIDTH(WIDTH)) ALU_inst(
        .A(     ALU_A),
        .B(     ALU_B),
        .OpCode(ALU_OpCode),
        .Result(ALU_Result),
        .Status(ALU_Flags)
    );
    always_comb begin
        next_A      = (i_load_A)             ? i_A        : ALU_A;
        next_B      = (i_load_B)             ? i_B        : ALU_B;
        next_OpCode = (i_load_Op)            ? i_OpCode   : ALU_OpCode;
        next_Result = (i_update_Res == 1'b1) ? ALU_Result : o_Result;
        next_Flags  = (i_update_Res == 1'b1) ? ALU_Flags  : o_Flags;
    end
    always_ff @(posedge i_clk) begin
        if(i_reset == 1'b1) begin
            ALU_A      <= {WIDTH {1'b0}};
            ALU_B      <= {WIDTH {1'b0}};
            ALU_OpCode <=         2'b00;
            o_Result   <= {WIDTH {1'b0}};
            o_Flags    <= 'd0;
        end
        else begin
            ALU_A      <= next_A;
            ALU_B      <= next_B;
            ALU_OpCode <= next_OpCode;
            o_Result   <= next_Result;
            o_Flags    <= next_Flags;
        end
    end
endmodule
module synchronizer(
        input  logic i_clk,
        input  logic i_PB,
        output logic o_PB_sync
);
    logic PB_sync_aux;
    always_ff @(posedge i_clk) begin
        PB_sync_aux <= i_PB;
        o_PB_sync   <= PB_sync_aux;
    end
endmodule
module Act2_RPCalculator #(parameter N_debouncer = 10) (
        input  logic        clk, resetN,  
        input  logic        Enter, Undo,  
        input  logic [15:0] DataIn,
        output logic [3:0]  Flags,  
        output logic [15:0] ToDisplay,
        output logic [7:0]  CurrentState
    );
    localparam STATE_BITS = 8;
    logic reset;
    synchronizer sync(
        .i_clk     (clk),
        .i_PB      (~resetN),
        .o_PB_sync (reset)
    );
    logic pressed;
    logic dummy1, dummy2;  
    debouncer_FSM #(N_debouncer) status_button(  
        .clk               (clk),
        .rst               (reset),
        .PB                (Enter),
        .PB_pressed_status (dummy1),
        .PB_released_pulse (dummy2),
        .PB_pressed_pulse  (pressed)
    );
    logic pressed_undo;  
    logic dummy3, dummy4;  
    debouncer_FSM #(N_debouncer) status_button_undo(  
        .clk               (clk),
        .rst               (reset),
        .PB                (Undo),
        .PB_pressed_status (dummy3),
        .PB_released_pulse (dummy4),
        .PB_pressed_pulse  (pressed_undo)
    );
    logic        displaySel;
    logic [15:0] DataOut;
    polish_calculator_undo #(.WIDTH(16), .STATE_BITS(STATE_BITS)) pol_cal (
        .clk          (clk),
        .reset        (reset),
        .Enter        (pressed),
        .Undo         (pressed_undo),
        .DataIn       (DataIn),
        .DataOut      (DataOut),
        .CurrentState (CurrentState),
        .toDisplaySel (displaySel),
        .Flags        (Flags)
    );
    display_selector selector(
        .i_selector   (displaySel),
        .i_data_in    (DataIn),
        .i_result     (DataOut),
        .o_to_display (ToDisplay)
    );
endmodule
module polish_calculator_undo #(parameter WIDTH = 16, STATE_BITS = 8) (
        input  logic                  clk, reset,
        input  logic                  Enter, Undo,
        input  logic [WIDTH-1:0]      DataIn,
        output logic [WIDTH-1:0]      DataOut,
        output logic [STATE_BITS-1:0] CurrentState,
        output logic                  toDisplaySel,
        output logic [3:0]            Flags
    );
    logic load_A, load_B, load_Op, update_Res;  
    typedef enum logic [STATE_BITS-1:0] {
        Wait_OPA    = 'b00000001,
        Load_OPA    = 'b00000010,
        Wait_OPB    = 'b00000100,
        Load_OPB    = 'b00001000,
        Wait_OpCode = 'b00010000,
        Load_OpCode = 'b00100000,
        Load_Result = 'b01000000,
        Show_Result = 'b10000000
    } state;
    (* fsm_encoding = "one_hot" *) state pr_state;  
    state nx_state;  
    reg_ALU #(.WIDTH(WIDTH)) ALU_inst (
        .i_clk        (clk),
        .i_reset      (reset),
        .i_A          (DataIn),
        .i_B          (DataIn),
        .i_OpCode     (DataIn[1:0]),
        .i_load_A     (load_A),
        .i_load_B     (load_B),
        .i_load_Op    (load_Op),
        .i_update_Res (update_Res),
        .o_Result     (DataOut),
        .o_Flags      (Flags)
    );
    always_ff @(posedge clk) begin
        if (reset) pr_state <= Wait_OPA;
        else       pr_state <= nx_state;
    end
    always_comb begin
        load_A       = 1'b0;
        load_B       = 1'b0;
        load_Op      = 1'b0;
        update_Res   = 1'b0;
        toDisplaySel = 1'd0;
        CurrentState = pr_state;
        case (pr_state)
            Load_OPA: begin
                load_A       = 1'b1;
            end
            Load_OPB: begin
                load_B       = 1'b1;
            end
            Load_OpCode: begin
                load_Op      = 1'b1;
            end
            Load_Result: begin
                update_Res   = 1'b1;
            end
            Show_Result: begin
                toDisplaySel = 1'b1;
            end
        endcase
    end
    always_comb begin
        nx_state = pr_state;
        case (pr_state)
            Wait_OPA: begin
                if (Enter) nx_state = Load_OPA;
            end
            Load_OPA: begin
                nx_state = Wait_OPB;
            end
            Wait_OPB: begin
                if (Enter) nx_state = Load_OPB;
                else if (Undo) nx_state = Wait_OPA;
            end
            Load_OPB: begin
                nx_state = Wait_OpCode;
            end
            Wait_OpCode: begin
                if (Enter) nx_state = Load_OpCode;
                else if (Undo) nx_state = Wait_OPB; 
            end
            Load_OpCode: begin
                nx_state = Load_Result;
            end
            Load_Result: begin
                nx_state = Show_Result;
            end
            Show_Result: begin
                if (Enter) nx_state = Wait_OPA;
                else if (Undo) nx_state = Wait_OpCode; 
            end
        endcase
    end
endmodule

==> ci_impl_report.md <==
## Synthesis and layout report

| Metric | Value |
|---|---|
| Final Power | `0.0009508 W` |
| Vias | `5056` |
| GP Congestion | `0.8994` |
| Std cell rows | `43` |
| Crit-path max FO | `12` |
| Final Cycle Share | `58.14%` |
| CP startpoint kind | `flop` |
| Clock net sink count | `81` |
| TritonCTS clock tree | `built` |
| Skew-Pair Late Insertion Delay | `0.35 ns` |
| Mapped cell area | `5813 um2` |
| OpenROAD warning count | `48` |
| Initial antenna violation count | `0` |
| Initial Util | `41.40%` |
| Drt wl/cell | `16.00 um` |
| Drt first pass iters | `4` |
| Ys flops | `81` |
| Met1 wire length | `7294 um` |
| Post-CTS Setup Bufs | `0` |
| Max layer used | `met4` |
| Count of final max-slew check failures | `0` |
| Fillers | `1297` |
| Slowest CP cell | `clkdlybuf4s50_1` |
| CP max stage delay | `0.48 ns` |
| CTS Hold Bufs | `0` |
| Htree depth | `3` |
| Number of global-route vias before repair | `4742` |
| RSZ-0062 raised after global routing | `no` |
| Top_reg_cell synth | `dfxtp_1` |
| DR iter-0 viols | `324` |
| Largest net degree at the start of global routing | `64` |
| CTS Buf Count | `9` |
| Routed Wire Length | `14850 um` |
| GRT Total Usage | `21.54%` |
| Ys async rst share | `0%` |
| Chip Footprint | `15020 um2` |
| Clk root buf | `clkbuf_16` |
| Cts repair resizes | `0` |
| First-pass GRT wire length | `24440 um` |
| Run status | `finished, final reports clean` |
| Yosys Instances | `704` |
| Placed Instances | `913` |
| Setup TNS | `0 ns` |
| Vias per inst | `5.448` |
| Clk buf depth | `2` |
| Distinct cells, synth | `67` |
| Post-Syn Instances | `704` |
| Sequential area share after synthesis | `27.89%` |
| Crit end category | `output port` |
| YS chip area | `5813 um2` |
| Hold Slack | `0.3269 ns` |
| Layout cells sized above 1 | `9.225%` |
| Max IR drop VDD | `0.0001066 V` |
| Worst min path class | `flop to flop` |
| Core area | `14040 um2` |
| Dpl hpwl | `10800 um` |
| Avg Inst Size Synth | `8.257 um2` |
| Warnings from Yosys | `0` |
| Post-layout min period | `4.128 ns` |
| Area growth syn-to-layout | `16.08%` |
| Pwr/cell area | `140.9 nW/um2` |
| Fmax | `242.3 MHz` |
| WP data arrival | `2.71 ns` |
| DR DRC count | `0` |
| Gr ovfl total | `0` |
| DR WL met3 | `607 um` |
| CP Data Required Time | `5.68 ns` |
| Final instance area | `6748 um2` |
| PortBufs | `47` |
| I/O pin total | `48` |
| Antenna diodes | `0` |
| Met2 WL | `6774 um` |
| Antenna Nets Post-Route | `0` |
| CTS clk-pin slew, worst paths | `0.06 ns` |
| Setup violations, final | `0` |
| Worst slew pin tran | `0.8098 ns` |
| Fin cells | `928` |
| Die height | `122.6 um` |
| Pleak | `2.860 nW` |
| Critical path class | `flop to output port` |
| EDFF count, synth | `0` |
| Worst Skew | `0.006092 ns` |
| Max Cap Viol | `0` |
| CP cell instances | `nor2_1 > nand2_1 > nor3_1 > nand3b_1 > buf_4 > mux2_2 > clkdlybuf4s50_1` |
| Die X | `122.6 um` |
| Max-slew headroom | `45.90%` |
| Placed cell area | `6467 um2` |
| Final hold violations | `0` |
[routing by layer]
layer  GRT usage (%)  vias up
met1           32.15     2386
met4           2.744        0
met5               0        -
met3           3.843       12
met2           33.99      102
li1                -     2556
[layout by cell type (no fill, tap or decap), types with 3 or more instances in the layout]
cell and count:
o21ai_0 28, o211ai_1 3, mux2_2 16, mux4_2 7, a21o_1 10, a21oi_1 47, buf_4 9, xnor2_1 26
o21bai_1 4, nand2b_1 8, a211oi_1 16, nand2_1 74, nand3b_1 9, nand3_1 15, nor3_1 12, dfxtp_1 80
nor3b_1 3, or2_2 6, clkbuf_16 9, nor2b_1 7, inv_1 54, nand4_1 11, nor4_1 6, and3_1 5
ha_1 57, clkdlybuf4s50_1 47, o211a_1 3, or3_1 3, nor2_1 80, xor2_1 16, mux2i_1 24
[cells in the mapped netlist (12+ instances only)]
cell type  instances  area share (%)
clkbuf_1          21             1.4
inv_1             54             3.5
a21oi_1           47             4.0
xor2_1            16             2.4
a211oi_1          16             2.1
mux2i_1           24             4.1
nor3_1            12             1.0
dfxtp_1           81              28
nor2_1            80             5.2
xnor2_1           26             3.9
mux2_2            16             3.1
o21ai_0           28             2.4
ha_1              57              12
nand3_1           15             1.3
nand2_1           74             4.8
[stage by stage]
stage / worst slack, ns / utilization (%)
after floorplan: 3.931 / -
after global placement: 3.077 / 46.06
after detailed placement: 3.070 / 46.06
after CTS: 2.941 / 48.05
after global routing: 2.740 / 48.05
final: 2.972 / 48.05
[critical path, delay by kind of cell, from the launching register on]
family	cells	cell delay [ns]
buffers and inverters	2	0.82
and+or+nand+nor	4	0.92
DFF	1	0.35
muxes	1	0.26
[final cells by class]
type	instances	area, um2	area share (%)
multi-input combinational	542	3879	57.48
tap	180	225.2	3.338
clock buffer	10	239.0	3.542
inverter	54	202.7	3.004
sequential	81	1623	24.05
timing repair buffer	56	538.0	7.973
clock inverter	5	41.29	0.6119
[registers in the layout, indices dropped and copies added, names as in the netlist, 2 cells and up]
register	count
pol_cal.CurrentState	8
status_button_undo.delay_timer	4
status_button.state	3
pol_cal.ALU_inst.o_Result	16
status_button_undo.state	3
pol_cal.ALU_inst.ALU_B	16
status_button.delay_timer	4
pol_cal.ALU_inst.ALU_OpCode	2
pol_cal.ALU_inst.o_Flags	3
pol_cal.ALU_inst.ALU_A	16
[report_power, final]
| part | internal (W) | switching (W) |
|---|---|---|
| clock | 0.000247 | 0.000197 |
| sequential | 0.000459 | 0.00000378 |
| combinational | 0.0000258 | 0.0000183 |
| total | 0.000732 | 0.000219 |
[cell families after synthesis]
family          count (synthesis)  synth area share (%)
fa+ha+maj                      59                 12.96
compound gates                141                 16.42
simple gates                  252                 20.79
mux                            47                 9.944
buf+inv                        81                 5.381
flops                          81                 27.90
xor+xnor                       43                 6.608
[path summary, 6_finish.rpt]
check	cells after the start	slack, ns	end	startpoint
max reg2reg	13	3.14	pol_cal.ALU_inst.o_Flags[2]$_SDFFE_PP0P_	pol_cal.ALU_inst.ALU_B[2]$_SDFFE_PP0N_
min	0	0.33	sync.o_PB_sync$_DFF_P_	sync.PB_sync_aux$_DFF_P_
max	7	2.97	ToDisplay[4]	pol_cal.CurrentState[0]$_SDFFE_PP1P_
min reg2reg	0	0.33	sync.o_PB_sync$_DFF_P_	sync.PB_sync_aux$_DFF_P_
Power and IR drop assume default switching activity.
