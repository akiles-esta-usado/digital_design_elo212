===== flow/config.mk =====
export PLATFORM = sky130hd
export DESIGN_NAME = mux
export DESIGN_NICKNAME = mux
export VERILOG_FILES = /design/flow/design.v
export SDC_FILE = /design/flow/constraint.sdc
export NUM_CORES = 4
export LEC_CHECK = 1
export CORE_AREA = 10 10 70 70
export DIE_AREA = 0 0 80 80

===== flow/design.v =====
interface arb_if(input bit clk);
    logic [1:0] grant, request;
    bit rst;
    modport TEST (
            output request, rst,
            input  grant, clk);
    modport DUT (
            input  request, rst, clk,
            output grant);
    modport MONITOR (
            input request, grant, rst, clk);
endinterface  
module mux #(  parameter N_IN = 6, WIDTH  = 8) 
    (
        input  logic [0:N_IN-1] [WIDTH-1:0] i_d,
        input  logic [$clog2(N_IN)-1:0]     i_s,
        output logic            [WIDTH-1:0] o_y
    );
    always_comb begin
        o_y = 'd0;
        o_y = i_d[i_s];
    end
endmodule

===== flow/run.sh =====
#!/bin/bash
# OpenROAD 26Q1-2900-gdf79404cd8, Yosys 0.63+post, stock flow scripts
make -C /OpenROAD-flow-scripts/flow DESIGN_CONFIG=/design/flow/config.mk WORK_HOME=/design/flow/orfs finish

===== flow/constraint.sdc =====
current_design mux

set clk_period 2.2
set clk_io_pct 0.2

create_clock -name clk0 -period $clk_period

set non_clock_inputs [all_inputs -no_clocks]
set_input_delay [expr $clk_period * $clk_io_pct] -clock clk0 $non_clock_inputs
set_output_delay [expr $clk_period * $clk_io_pct] -clock clk0 [all_outputs]

==> flow_summary.yaml <==
# yosys + openroad results
critical_path:
  crit_buf_inv: 4
  critical_path.max_stage_delay_ps: 280
  cp.arrival_ps: 1600
  cp_max_fo: 5
  crit_family: "buffers and inverters"
  worstPathRequired_ps: 1760
  path_class: "input port to output port"
  crit_chain: "buf_2 > ha_4 > nand3b_1 > buf_6 > buf_4 > o22a_1 > o21ai_1 > buf_2"
  cp-end-kind: "output port"
  cpMostUsedCell: "buf_2"
  startpoint_type: "input port"
  crit_slowest_cell: "ha_4"
drt:
  vias: 648
  wl_um: 2290
  drc: 0
  viasPerCell: 3.95
  diodes: 0
  dr.pass1.iters: 3
  wire_per_inst_um: 14.0
  drt-initial-drc-count: 10
  antenna_left: 0
global_route:
  grt_overflow: 0
  grt_usage_pct: 7.02
  grt_pass1_vias: 779
  grt_start_max_net_pins: 10
  antenna_found_initial: 0
  grt_pass1_wl_um: 3700
timing:
  tightest_slew_ps: 166
  fin_tns_setup_ps: 0
  rsz0062_at_grt: "false"
  hold_viol_final: 0
  final.min_clock_period_ps: 2040
  period_used_pct: 92.7
  drv_slew: 0
  setup_viol: 0
  max_clock_freq_ghz: 0.490
  maxSlewHeadroom_pct: 88.6
power:
  totalPowerFinal_uw: 234
  vdd_drop_max_mv: 0.0784
  leakagePower_uw: 0.000498
  power_density_nw_per_um2: 207
run:
  drv_cap: 0
  tool_warnings: 32
place:
  port_buffers: 59
  routabilityCongestion: 0.642
  dpl.cell_count: 157
  dp_hpwl_um: 2010
final_layout:
  ff_count: 0
  area_delta_synth_final_pct: 167
  clkbuf_count: 0
  final_cell_mix: "clkdlybuf4s50_1, mux2i_1, buf_4"
  lay_top_count: "clkdlybuf4s50_1"
  drive_gt1_share_pct: 22.9
  fin_cells: 164
  seq_area_um2: 0
  post-route-util_pct: 33.0
logic_synthesis:
  netlist_area_um2: 423
  ys_cells: 49
  yosys.stat.chipArea_um2: 423
  top_cells_by_area: "mux2i_1, o22a_1, o21ai_0, buf_6, ha_1"
  ys_warn_count: 1
  syn_area_per_cell_um2: 8.63
  synth_cell_types: 12
  syn-instance-count: 49
  ys_seq_share_pct: 0
  synth_top_area_share_pct: 56.8
  top_area_cell: "mux2i_1"
floorplan:
  core_um2: 3420
  die_w_um: 80
  dieArea_um2: 6400
  fp-utilization_pct: 12.4
  rows: 21
  pin_count: 59
  die.size.y_um: 80
clock_network:
  postCtsHoldBufs: 0
min_path:
  hold_path.class: "input port to output port"
run_status:
  status: "finished clean"
==> power by group <==
group	total, µW	switching (µW)	internal (µW)
sequential	0	0	0
combinational	234	69.6	164
clock	0	0	0
==> final timing paths <==
check,start,end,slack (ps),cells past startpoint
max,i_s[1],o_y[5],160,8
min,i_s[2],o_y[2],1500,6
==> per-layer routing <==
layer  track usage, %  share of wire [%]  wire length, µm  up-vias
met5                0                  0                0        -
met4                0                  0                0        0
met3             2.73                 11              243        0
met2             12.0                 48             1110       31
met1             8.57                 41              936      283
li1                 -                  -                -      334
==> cell families after synthesis <==
family,share of synthesized area (%)
muxes,56.8
buffers and inverters,8.28
adders and majority gates,2.96
AOI/OAI and AO/OA,26.9
and+or+nand+nor,5.03
==> per-stage QoR <==
stage / setup WS, ps / hold slack, ps / area (µm²)
2_1_floorplan: 289 / 990 / 423
3_3_place_gp: -649 / 1890 / 1090
3_5_place_dp: -652 / 1880 / 1090
4_1_cts: 32.4 / 1570 / 1120
5_1_grt: 70.5 / 1570 / 1130
6_report: 161 / 1500 / 1130
==> timing repair <==
item                                    in CTS  in global routing
pin swaps                                    3                  3
setup buffers                                5                  2
endpoints found under the setup margin       8                  6
resized                                     35                  5
endpoints found under the hold margin        0                  0
==> synth_stat cells <==
master	n
buf_2	1
buf_4	1
buf_6	2
ha_1	1
mux2i_1	24
nand2_1	1
nand3b_1	1
nor2_1	1
o21ai_0	7
o21ai_2	1
o22a_1	8
or3_1	1
==> cell type report <==
| cell class | count | area, µm² |
|---|---|---|
| fill | 368 | 2290 |
| multi-input combinational | 45 | 408 |
| tap | 46 | 57.6 |
| timing repair buffer | 73 | 663 |
Power and IR drop assume default switching activity.
