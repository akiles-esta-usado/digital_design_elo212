### flow/design.v
interface arb_if(input bit clk);
    logic [1:0] grant, request;
    bit rst;
    modport TEST (
            output request, rst,
            input  grant, clk);
    modport DUT (
            input  request, rst, clk,
            output grant);
    modport MONITOR (
            input request, grant, rst, clk);
endinterface  
module ALU
    #(parameter WIDTH=8)(
        input  logic [WIDTH-1:0] A,
        input  logic [WIDTH-1:0] B,
        input  logic [1:0]       OpCode,
        output logic [WIDTH-1:0] Result,
        output logic [3:0]       Status  
    );
    logic N, Z, C, V;
    logic [WIDTH-1:0] B_neg;
    localparam ADD      = 2'd0;
    localparam SUBTRACT = 2'd1;
    localparam OR       = 2'd2;
    localparam AND      = 2'd3;
    always_comb begin
        Z = 1'b0;
        C = 1'b0;
        V = 1'b0;
        case(OpCode)
            ADD: begin
                {C, Result} = A + B;
                V = (Result[WIDTH-1] & ~A[WIDTH-1] & ~B[WIDTH-1]) | (~Result[WIDTH-1] & A[WIDTH-1] & B[WIDTH-1]);
            end
            SUBTRACT: begin
                B_neg = -B;
                {C, Result} = A + B_neg;
                V = (Result[WIDTH-1] & ~A[WIDTH-1] & B[WIDTH-1]) | (~Result[WIDTH-1] & A[WIDTH-1] & ~B[WIDTH-1]);
            end
            OR: begin
                Result = A | B;
                C = 1'b0;
            end
            AND: begin
                Result = A & B;
                C = 1'b0;
            end
            default: 
                Result = 'd0;
        endcase
        if (Result == {WIDTH{1'd0}}) Z = 1'b1;
    end
    assign N = Result[WIDTH-1];
    assign Status = {N, Z, C, V};
endmodule
module Act1_RPCalculator #(parameter N_debouncer = 10) (
        input  logic        clk, resetN,  
        input  logic        Enter,  
        input  logic [15:0] DataIn,
        output logic [3:0]  Flags,  
        output logic [15:0] ToDisplay,
        output logic [7:0]  CurrentState
    );
    logic reset;
    synchronizer sync(
        .i_clk     (clk),
        .i_PB      (~resetN),
        .o_PB_sync (reset)
    );
    logic pressed;
    logic dummy1, dummy2;  
    debouncer_FSM #(N_debouncer) status_button(  
        .clk               (clk),
        .rst               (reset),
        .PB                (Enter),
        .PB_pressed_status (dummy1),
        .PB_released_pulse (dummy2),
        .PB_pressed_pulse  (pressed)
    );
    logic        displaySel;
    logic [15:0] DataOut;
    polish_calculator #(.WIDTH(16)) pol_cal (
        .clk          (clk),
        .reset        (reset),
        .Enter        (pressed),
        .DataIn       (DataIn),
        .DataOut      (DataOut),
        .CurrentState (CurrentState),
        .toDisplaySel (displaySel),
        .Flags        (Flags)
    );
    display_selector selector(
        .i_selector   (displaySel),
        .i_data_in    (DataIn),
        .i_result     (DataOut),
        .o_to_display (ToDisplay)
    );
endmodule
module debouncer_FSM #(
    parameter DELAY=15                  
    )
(
	input 	logic clk,                  
	input 	logic rst,                  
	input 	logic PB,                   
	output 	logic PB_pressed_status,    
	output  logic PB_pressed_pulse,     
	output  logic PB_released_pulse     
 );
	logic    PB_sync_aux, PB_sync;
 always_ff @(posedge clk) begin
     if (rst) begin
         PB_sync_aux <= 1'b0;
         PB_sync     <= 1'b0;
     end
     else begin
         PB_sync_aux <= PB;
         PB_sync     <= PB_sync_aux;
     end
 end
	localparam DELAY_WIDTH = $clog2(DELAY);
	logic [DELAY_WIDTH-1:0]    delay_timer; 
    enum logic[5:0] {PB_IDLE, PB_COUNT, PB_PRESSED, PB_STABLE, PB_RELEASED} state, next_state;
  always_ff @(posedge clk) begin
	if (rst) delay_timer <= 0;
	else if (state != next_state) delay_timer <= 0;  
	else delay_timer <= delay_timer + 1;
  end
    always_comb begin
        next_state          = PB_IDLE;
        PB_pressed_status   = 1'b0;
        PB_pressed_pulse    = 1'b0;
        PB_released_pulse   = 1'b0;
        case (state)
            PB_IDLE:        begin
                                if(PB_sync) begin    
                                    next_state= PB_COUNT;
                                end
                            end
            PB_COUNT:       begin
                                if ((PB_sync && (delay_timer >= DELAY-1))) begin
                                    next_state = PB_PRESSED;
                                end 
                                else if (PB_sync)
                                    next_state = PB_COUNT;
                            end
             PB_PRESSED:    begin
                                PB_pressed_pulse = 1'b1;
                                if (PB_sync)
                                    next_state = PB_STABLE;
                            end
             PB_STABLE:     begin
                                PB_pressed_status=1'b1;
                                next_state = PB_STABLE;
                                if (~PB_sync)
                                    next_state = PB_RELEASED;
                            end
              PB_RELEASED:  begin
                                PB_released_pulse = 1'b1;
                                next_state = PB_IDLE;
                            end    
         endcase
    end    
    always@(posedge clk) begin
        if(rst) 
            state <= PB_IDLE;
        else 
            state <= next_state;
    end
endmodule
module display_selector(
        input  logic        i_selector,
        input  logic [15:0] i_data_in,
        input  logic [15:0] i_result,
        output logic [15:0] o_to_display
    );
    assign o_to_display = (i_selector == 'd0) ? i_data_in : i_result;
endmodule
module polish_calculator #(parameter WIDTH = 16) (
        input  logic             clk, reset,
        input  logic             Enter,
        input  logic [WIDTH-1:0] DataIn,
        output logic [WIDTH-1:0] DataOut,
        output logic [7:0]       CurrentState,
        output logic             toDisplaySel,
        output logic [3:0]       Flags
    );
    logic load_A, load_B, load_Op, update_Res;  
    typedef enum logic [7:0] {
        Wait_OPA    = 'b00000001,
        Load_OPA    = 'b00000010,
        Wait_OPB    = 'b00000100,
        Load_OPB    = 'b00001000,
        Wait_OpCode = 'b00010000,
        Load_OpCode = 'b00100000,
        Load_Result = 'b01000000,
        Show_Result = 'b10000000
    } state;
    (* fsm_encoding = "one_hot" *) state pr_state;  
    state nx_state;
    reg_ALU #(.WIDTH(WIDTH)) ALU_inst (
        .i_clk        (clk),
        .i_reset      (reset),
        .i_A          (DataIn),
        .i_B          (DataIn),
        .i_OpCode     (DataIn[1:0]),
        .i_load_A     (load_A),
        .i_load_B     (load_B),
        .i_load_Op    (load_Op),
        .i_update_Res (update_Res),
        .o_Result     (DataOut),
        .o_Flags      (Flags)
    );
    always_ff @(posedge clk) begin
        if (reset) pr_state <= Wait_OPA;
        else       pr_state <= nx_state;
    end
    always_comb begin
        load_A       = 1'b0;
        load_B       = 1'b0;
        load_Op      = 1'b0;
        update_Res   = 1'b0;
        toDisplaySel = 1'd0;
        CurrentState = pr_state;
        case (pr_state)
            Load_OPA: begin
                load_A       = 1'b1;
            end
            Load_OPB: begin
                load_B       = 1'b1;
            end
            Load_OpCode: begin
                load_Op      = 1'b1;
            end
            Load_Result: begin
                update_Res   = 1'b1;
            end
            Show_Result: begin
                toDisplaySel = 1'b1;
            end
        endcase
    end
    always_comb begin
        nx_state = pr_state;
        case (pr_state)
            Wait_OPA: begin
                if (Enter) nx_state = Load_OPA;
            end
            Load_OPA: begin
                nx_state = Wait_OPB;
            end
            Wait_OPB: begin
                if (Enter) nx_state = Load_OPB;
            end
            Load_OPB: begin
                nx_state = Wait_OpCode;
            end
            Wait_OpCode: begin
                if (Enter) nx_state = Load_OpCode;
            end
            Load_OpCode: begin
                nx_state = Load_Result;
            end
            Load_Result: begin
                nx_state = Show_Result;
            end
            Show_Result: begin
                if (Enter) nx_state = Wait_OPA;
            end
        endcase
    end
endmodule
module reg_ALU #(parameter WIDTH=8)(
        input  logic             i_clk, i_reset,
        input  logic [WIDTH-1:0] i_A, i_B,
        input  logic             i_load_A, i_load_B, i_load_Op, i_update_Res,
        input  logic [1:0]       i_OpCode,
        output logic [WIDTH-1:0] o_Result,
        output logic [3:0]       o_Flags
    );
    logic [WIDTH-1:0] ALU_A,      next_A;
    logic [WIDTH-1:0] ALU_B,      next_B;
    logic       [1:0] ALU_OpCode, next_OpCode;
    logic [WIDTH-1:0] ALU_Result, next_Result;
    logic [3:0]       ALU_Flags,  next_Flags;
    ALU #(.WIDTH(WIDTH)) ALU_inst(
        .A(     ALU_A),
        .B(     ALU_B),
        .OpCode(ALU_OpCode),
        .Result(ALU_Result),
        .Status(ALU_Flags)
    );
    always_comb begin
        next_A      = (i_load_A)             ? i_A        : ALU_A;
        next_B      = (i_load_B)             ? i_B        : ALU_B;
        next_OpCode = (i_load_Op)            ? i_OpCode   : ALU_OpCode;
        next_Result = (i_update_Res == 1'b1) ? ALU_Result : o_Result;
        next_Flags  = (i_update_Res == 1'b1) ? ALU_Flags  : o_Flags;
    end
    always_ff @(posedge i_clk) begin
        if(i_reset == 1'b1) begin
            ALU_A      <= {WIDTH {1'b0}};
            ALU_B      <= {WIDTH {1'b0}};
            ALU_OpCode <=         2'b00;
            o_Result   <= {WIDTH {1'b0}};
            o_Flags    <= 'd0;
        end
        else begin
            ALU_A      <= next_A;
            ALU_B      <= next_B;
            ALU_OpCode <= next_OpCode;
            o_Result   <= next_Result;
            o_Flags    <= next_Flags;
        end
    end
endmodule
module synchronizer(
        input  logic i_clk,
        input  logic i_PB,
        output logic o_PB_sync
);
    logic PB_sync_aux;
    always_ff @(posedge i_clk) begin
        PB_sync_aux <= i_PB;
        o_PB_sync   <= PB_sync_aux;
    end
endmodule
### flow/run.sh
#!/bin/bash
# OpenROAD 26Q1-2900-gdf79404cd8, Yosys 0.63+post, stock flow scripts
make -C /OpenROAD-flow-scripts/flow DESIGN_CONFIG=/design/flow/config.mk WORK_HOME=/design/flow/orfs finish
### flow/config.mk
export PLATFORM = sky130hd
export DESIGN_NAME = Act1_RPCalculator
export DESIGN_NICKNAME = Act1_RPCalculator
export VERILOG_FILES = /design/flow/design.v
export SDC_FILE = /design/flow/constraint.sdc
export NUM_CORES = 4
export LEC_CHECK = 1
export CORE_UTILIZATION = 50
export SYNTH_HDL_FRONTEND = slang
### flow/constraint.sdc
current_design Act1_RPCalculator

set clk_period 9.1
set clk_io_pct 0.2

create_clock -name clk0 -period $clk_period [get_ports {clk}]

set non_clock_inputs [all_inputs -no_clocks]
set_input_delay [expr $clk_period * $clk_io_pct] -clock clk0 $non_clock_inputs
set_output_delay [expr $clk_period * $clk_io_pct] -clock clk0 [all_outputs]
==> changes_impl.md <==
### Physical design

* Status: finished, final reports clean
* Top Layout Cells: nand2_1 (115), a21oi_1 (83), dfxtp_1 (71)
* Grt total ovfl at 0
* CP top delay family: buffers and inverters
* Global-route wire length before repair at around 25 mm
* Switching share of power at around a fifth
* Clock power frac at 41.2%
* Worst R2R Setup Slack at about 5000 ps
* # clock sinks at 72
* Port buffer count at 46
* Max transition margin at 44.6%
* TNS Setup at 0 ps
* Worst hold path type: reg2reg
* Antenna diode count at 0
* Hold buffers post-CTS at 0
* Slowest cell delay on critical path at 470 ps
* Iteration-0 DRC Markers at roughly 400
* DRC violations left at 0
* CTS tree: built
* Mapped Cells at roughly 720
* VDD IR max at 90.5 uV
* P_int at 0.466 mW
* Fin Clk Skew at around 4.6 ps
* Count of final setup violators at 0
* EDFF count, synth at 0
* Final period util at 52.9%
* Critical Path Stages at 3
* R2R cell count at 15
* Sw Pwr at roughly 0.13 mW
* DR WL/cell at 16.8 um
* Tool warnings at 47
* Setup bufs post-CTS at 0
* Number of max-cap violations at 0
* Area Overhead vs Synth at 13.4%
* Non-Filler Instances at 897
* Max Clk Rate at 208 MHz
* Worst R2R End: pol_cal.ALU_inst.o_Flags[2]
* Largest net degree at the start of global routing at 67
* Worst slew pin tran at about 830 ps
* Kind of critical path: in2out
* Clk buf depth at 2
* Worst path required time at about 7300 ps
* Async set-reset flop share out of synthesis at 0%
* Crit path buf inv count at 2
* Most frequent CP cell: clkdlybuf4s50_1
* Critical Path Fanout Max at 3
* Critical path data arrival time at 2990 ps
* CTS buffer count at 9
* Clk Tree Root Cell: clkbuf_8
* FP Util at 52.4%
* CTS H-tree depth at 3
* # Cells Yosys at 724
* Sequential cell fraction of total power at 53.9%
* Setup crit start: DataIn[10]
* Yosys chip area at 5490 um^2
* Share of layout cells above drive strength 1 at 6.44%
* Slew Limit Fails at 0
* Placed Cells at 882
* Syn_area_per_cell at between 7 and 8 um^2
* Worst-Skew Late Latency at 340 ps
* RSZ-0062 raised after global routing: false
* Cell variety after synth at 63
* Core Rows at 37
* Critical Path Sink: ToDisplay[10]
* R2R Path Start: pol_cal.ALU_inst.ALU_B[2]
* Top_reg_cell synth: dfxtp_1
* Core Area at 10,500 um^2
* Crit path time final at 4810 ps
* Routed vias at 5,217
* Initial antenna violation count at 0
* Io pins at 47
* # resized after CTS at 0
* Die extent in x at 107 um
* Die area at 11,400 um^2
* Clock-pin slew on the worst setup and hold paths at 70 ps
* YS warnings at 0
* LEAKAGE at 2.37 nW
* Die height at 107 um
* Number of global-route vias before repair at 4,759
* Total Routing Usage GR at between 20% and 30%
* WL final at 15.1 mm
* Seq share, synth at 26.3%
* Pre-antenna DRT Iters at 5
* Worst path slowest cell: clkdlybuf4s50_1
* Crit end category: primary output
* Vias per Instance at 5.82
* Final Hold Vio Count at 0
* Syn Std Cell Area at 5490 um^2
* Most numerous logic cell after layout: nand2_1
* CP Launch Type: input pin
* Routability-driven placement congestion ratio at between 0.9 and 1
* Power per cell area at approximately 95 nW/um^2
* Seq cells post-synth at 72
* Logic pwr share at 4.9%
* Critical path, cell by cell: clkdlybuf4s50_1 > mux2_2 > clkdlybuf4s50_1
* Post-route ant nets at 0
* HPWL reported at the end of detailed placement at 11.2 mm
power groups by stage:
stage     combinational [mW]  sequential (mW)  clock, mW
5_1_grt               0.0318            0.319      0.263
6_report              0.0288            0.319      0.244
4_1_cts               0.0290            0.319      0.249
synth_stat cells (all sizes together) (8+ instances only):
cell type	number	area, um^2
xor2	9	78.8
nor2b	13	81.3
and3	10	63.8
clkbuf	20	75.1
nor3	19	95.1
a211oi	22	170
nor2	54	203
xnor2	25	219
nand2	115	432
nand2b	8	50.1
mux2	16	180
dfxtp	72	1440
o21ai	28	140
ha	54	676
nor4	10	68.8
buf	9	45.1
nand3	17	85.1
inv	45	169
a21oi	84	424
worst min path at each step:
stage	depth (start not counted)	end	from
after CTS	0	sync.o_PB_sync	sync.PB_sync_aux
after global routing	0	sync.o_PB_sync	sync.PB_sync_aux
final	0	sync.o_PB_sync	sync.PB_sync_aux
metal layers:
metal	track usage, %	share of wire, %	up-vias
met5	0	0	-
met4	4.89	1.2	0
met3	4.90	7.1	19
met2	39.2	40	178
met1	47.9	51	2388
li1	-	-	2632
sequential cells by signal, summed over array words and instances, names as in the netlist:
name / flops
pol_cal.ALU_inst.ALU_A: 16
pol_cal.ALU_inst.ALU_B: 16
pol_cal.ALU_inst.o_Result: 16
pol_cal.CurrentState: 8
status_button.delay_timer: 4
pol_cal.ALU_inst.o_Flags: 3
status_button.state: 3
pol_cal.ALU_inst.ALU_OpCode: 2
status_button.PB_sync: 1
status_button.PB_sync_aux: 1
sync.PB_sync_aux: 1
sync.o_PB_sync: 1
metrics by stage:
| step | cell area, um^2 | hold WS (ps) | util (%) | total power, mW | setup WS (ps) |
|---|---|---|---|---|---|
| final | 6220 | 327 | 59.5 | 0.591 | 4290 |
| after global routing | 6220 | 333 | 59.5 | 0.614 | 4210 |
| after CTS | 6220 | 329 | 59.5 | 0.596 | 4280 |
| after detailed placement | 6040 | 313 | 57.7 | 0.354 | 4290 |
| after global placement | 6040 | 318 | 57.7 | 0.354 | 4290 |
| after floorplan | 5490 | 310 | - | 0.336 | 5240 |
area by class of cell:
class,count,area (um^2)
fillers,920,4240
multi-input cells,577,3750
inverters,46,173
well taps,136,170
clock buffers,11,141
repair buffers,51,498
clock inverters,4,45.0
flip-flops and latches,72,1440
kinds of logic (layout without fill, tap and decap cells):
logic type | count (synthesis) | count (layout) | synth area share (%)
flip-flops | 72 | 72 | 26.3
XOR/XNOR | 34 | 34 | 5.43
AND-OR/OR-AND | 184 | 184 | 20.9
buffers and inverters | 75 | 112 | 5.34
adder cells (fa/ha/maj) | 56 | 56 | 13.0
multiplexers | 21 | 21 | 4.42
AND/OR/NAND/NOR | 282 | 282 | 24.6
worst register-to-register path, cell delays in order, from the launching register on:
cell      delay (ps)
dfxtp_1          390
nor3_1           340
nand2_1          150
nor4_1           390
nand3_1          260
xnor2_1          190
ha_1             410
and2_1           240
nand3_1          100
a211oi_1         410
o21ai_1          160
xor2_1           270
o221ai_1         170
a21oi_1          240
and4_1           240
a31o_1           140
Power and IR drop assume default switching activity.
